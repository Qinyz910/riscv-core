$ cat /design/flow/design.v
`timescale 1ns/1ps
package rv32i_wb_pkg;
  parameter int unsigned WB_ADDR_WIDTH = 32;
  parameter int unsigned WB_DATA_WIDTH = 32;
  parameter int unsigned WB_SEL_WIDTH  = WB_DATA_WIDTH / 8;
  typedef struct packed {
    logic                        cyc;
    logic                        stb;
    logic                        we;
    logic [WB_SEL_WIDTH-1:0]     sel;
    logic [WB_ADDR_WIDTH-1:0]   adr;
    logic [WB_DATA_WIDTH-1:0]   wdata;
  } wb_master_req_t;
  typedef struct packed {
    logic [WB_DATA_WIDTH-1:0]   rdata;
    logic                       ack;
    logic                       err;
    logic                       stall;
  } wb_slave_rsp_t;
  function automatic wb_master_req_t wb_master_req_default();
    wb_master_req_t req;
    req.cyc   = 1'b0;
    req.stb   = 1'b0;
    req.we    = 1'b0;
    req.sel   = '0;
    req.adr   = '0;
    req.wdata = '0;
    return req;
  endfunction
  function automatic wb_slave_rsp_t wb_slave_rsp_default();
    wb_slave_rsp_t rsp;
    rsp.rdata = '0;
    rsp.ack   = 1'b0;
    rsp.err   = 1'b0;
    rsp.stall = 1'b0;
    return rsp;
  endfunction
endpackage : rv32i_wb_pkg
`timescale 1ns/1ps
package rv32i_core_pkg;
  localparam int unsigned XLEN = 32;
  typedef enum logic [4:0] {
    ALU_OP_ADD   = 5'd0,
    ALU_OP_SUB   = 5'd1,
    ALU_OP_AND   = 5'd2,
    ALU_OP_OR    = 5'd3,
    ALU_OP_XOR   = 5'd4,
    ALU_OP_SLL   = 5'd5,
    ALU_OP_SRL   = 5'd6,
    ALU_OP_SRA   = 5'd7,
    ALU_OP_SLT   = 5'd8,
    ALU_OP_SLTU  = 5'd9,
    ALU_OP_PASS_B= 5'd10
  } alu_op_e;
  typedef enum logic [2:0] {
    IMM_NONE = 3'd0,
    IMM_I    = 3'd1,
    IMM_S    = 3'd2,
    IMM_B    = 3'd3,
    IMM_U    = 3'd4,
    IMM_J    = 3'd5
  } imm_type_e;
  typedef enum logic [1:0] {
    OP_A_RS1  = 2'b00,
    OP_A_PC   = 2'b01,
    OP_A_ZERO = 2'b10
  } op_a_sel_e;
  typedef enum logic [1:0] {
    OP_B_RS2    = 2'b00,
    OP_B_IMM    = 2'b01,
    OP_B_CONST4 = 2'b10,
    OP_B_ZERO   = 2'b11
  } op_b_sel_e;
  typedef enum logic [2:0] {
    BR_NONE = 3'd0,
    BR_EQ   = 3'd1,
    BR_NE   = 3'd2,
    BR_LT   = 3'd3,
    BR_GE   = 3'd4,
    BR_LTU  = 3'd5,
    BR_GEU  = 3'd6
  } branch_type_e;
  typedef enum logic [1:0] {
    MEM_SIZE_BYTE = 2'b00,
    MEM_SIZE_HALF = 2'b01,
    MEM_SIZE_WORD = 2'b10
  } mem_size_e;
  typedef enum logic [1:0] {
    WB_FROM_ALU = 2'b00,
    WB_FROM_MEM = 2'b01,
    WB_FROM_PC4 = 2'b10,
    WB_FROM_NONE= 2'b11
  } wb_sel_e;
  typedef struct packed {
    logic [31:0] pc;
    logic [31:0] instr;
  } if_id_payload_t;
  typedef struct packed {
    logic [31:0] pc;
    logic [31:0] pc_plus4;
    logic [31:0] instr;
    logic [31:0] imm;
    logic [31:0] rs1_data;
    logic [31:0] rs2_data;
    logic [4:0]  rs1_addr;
    logic [4:0]  rs2_addr;
    logic [4:0]  rd_addr;
    op_a_sel_e   op_a_sel;
    op_b_sel_e   op_b_sel;
    alu_op_e     alu_op;
    wb_sel_e     wb_sel;
    branch_type_e branch_type;
    logic        branch;
    logic        jump;
    logic        jalr;
    logic        mem_read;
    logic        mem_write;
    mem_size_e   mem_size;
    logic        mem_unsigned;
    logic        reg_write;
  } id_ex_payload_t;
  typedef struct packed {
    logic [31:0] pc;
    logic [31:0] pc_plus4;
    logic [31:0] alu_result;
    logic [31:0] rs2_data;
    logic [4:0]  rd_addr;
    wb_sel_e     wb_sel;
    logic        mem_read;
    logic        mem_write;
    mem_size_e   mem_size;
    logic        mem_unsigned;
    logic        reg_write;
    branch_type_e branch_type;
    logic        branch;
    logic        jump;
    logic        jalr;
  } ex_mem_payload_t;
  typedef struct packed {
    logic [31:0] pc;
    logic [31:0] pc_plus4;
    logic [31:0] alu_result;
    logic [31:0] mem_rdata;
    logic [4:0]  rd_addr;
    wb_sel_e     wb_sel;
    logic        reg_write;
  } mem_wb_payload_t;
  typedef struct packed {
    logic        valid;
    logic [4:0]  rd;
    logic [4:0]  rs1;
    logic [4:0]  rs2;
    op_a_sel_e   op_a_sel;
    op_b_sel_e   op_b_sel;
    alu_op_e     alu_op;
    imm_type_e   imm_type;
    wb_sel_e     wb_sel;
    branch_type_e branch_type;
    logic        branch;
    logic        jump;
    logic        jalr;
    logic        mem_read;
    logic        mem_write;
    mem_size_e   mem_size;
    logic        mem_unsigned;
    logic        reg_write;
  } decode_ctrl_t;
  function automatic logic [3:0] mem_size_to_be(mem_size_e size, logic [1:0] addr);
    logic [3:0] be;
    case (size)
      MEM_SIZE_BYTE: be = 4'b0001 << addr;
      MEM_SIZE_HALF: be = addr[1] ? 4'b1100 : 4'b0011;
      default:       be = 4'b1111;
    endcase
    return be;
  endfunction
endpackage : rv32i_core_pkg
`timescale 1ns/1ps
package rv32i_control_pkg;
  typedef enum logic [1:0] {
    FORWARD_NONE = 2'b00,
    FORWARD_FROM_WB  = 2'b01,
    FORWARD_FROM_MEM = 2'b10
  } forwarding_sel_e;
  function automatic string forwarding_sel_name(input forwarding_sel_e sel);
    case (sel)
      FORWARD_NONE:     forwarding_sel_name = "none";
      FORWARD_FROM_WB:  forwarding_sel_name = "wb";
      FORWARD_FROM_MEM: forwarding_sel_name = "mem";
      default:          forwarding_sel_name = "unknown";
    endcase
  endfunction
endpackage : rv32i_control_pkg
`timescale 1ns/1ps
import rv32i_wb_pkg::*;
module rv32i_wb_data_adapter #(
  parameter int unsigned ADDR_WIDTH = WB_ADDR_WIDTH,
  parameter int unsigned DATA_WIDTH = WB_DATA_WIDTH
) (
  input  logic                     clk_i,
  input  logic                     rst_ni,
  input  logic                     req_i,
  input  logic                     we_i,
  input  logic [DATA_WIDTH/8-1:0]  be_i,
  input  logic [ADDR_WIDTH-1:0]    addr_i,
  input  logic [DATA_WIDTH-1:0]    wdata_i,
  output logic                     gnt_o,
  output logic                     rsp_valid_o,
  output logic [DATA_WIDTH-1:0]    rsp_rdata_o,
  output logic                     rsp_err_o,
  output logic                     store_complete_o,
  output logic                     store_err_o,
  output logic                     wb_cyc_o,
  output logic                     wb_stb_o,
  output logic                     wb_we_o,
  output logic [DATA_WIDTH/8-1:0]  wb_sel_o,
  output logic [ADDR_WIDTH-1:0]    wb_adr_o,
  output logic [DATA_WIDTH-1:0]    wb_dat_o,
  input  logic [DATA_WIDTH-1:0]    wb_dat_i,
  input  logic                     wb_ack_i,
  input  logic                     wb_err_i,
  input  logic                     wb_stall_i
);
  logic                       pending_q;
  logic                       is_store_q;
  logic [ADDR_WIDTH-1:0]      addr_q;
  logic [DATA_WIDTH-1:0]      wdata_q;
  logic [DATA_WIDTH/8-1:0]    sel_q;
  logic                       rsp_valid_q;
  logic [DATA_WIDTH-1:0]      rsp_rdata_q;
  logic                       rsp_err_q;
  logic                       store_complete_q;
  logic                       store_err_q;
  logic accept_req;
  logic complete_transfer;
  assign accept_req        = (!pending_q) && req_i && !wb_stall_i;
  assign complete_transfer = pending_q && (wb_ack_i || wb_err_i);
  assign gnt_o             = accept_req;
  assign wb_cyc_o  = pending_q;
  assign wb_stb_o  = pending_q;
  assign wb_we_o   = is_store_q;
  assign wb_sel_o  = sel_q;
  assign wb_adr_o  = addr_q;
  assign wb_dat_o  = wdata_q;
  assign rsp_valid_o       = rsp_valid_q;
  assign rsp_rdata_o       = rsp_rdata_q;
  assign rsp_err_o         = rsp_err_q;
  assign store_complete_o  = store_complete_q;
  assign store_err_o       = store_err_q;
  always_ff @(posedge clk_i or negedge rst_ni) begin
    if (!rst_ni) begin
      pending_q          <= 1'b0;
      is_store_q         <= 1'b0;
      addr_q             <= '0;
      wdata_q            <= '0;
      sel_q              <= '0;
      rsp_valid_q        <= 1'b0;
      rsp_rdata_q        <= '0;
      rsp_err_q          <= 1'b0;
      store_complete_q   <= 1'b0;
      store_err_q        <= 1'b0;
    end else begin
      rsp_valid_q      <= 1'b0;
      store_complete_q <= 1'b0;
      store_err_q      <= 1'b0;
      if (accept_req) begin
        pending_q  <= 1'b1;
        is_store_q <= we_i;
        addr_q     <= addr_i;
        wdata_q    <= wdata_i;
        sel_q      <= we_i ? be_i : {DATA_WIDTH/8{1'b1}};
        rsp_err_q  <= 1'b0;
      end else if (complete_transfer) begin
        pending_q <= 1'b0;
        if (is_store_q) begin
          store_complete_q <= 1'b1;
          store_err_q      <= wb_err_i;
          rsp_err_q        <= 1'b0;
        end else begin
          rsp_valid_q <= 1'b1;
          rsp_err_q   <= wb_err_i;
          rsp_rdata_q <= wb_dat_i;
        end
      end
    end
  end
  property p_no_overlap;
    @(posedge clk_i) disable iff (!rst_ni)
      pending_q |-> !accept_req;
  endproperty
  assert property (p_no_overlap)
    else $fatal(1, "[rv32i_wb_data_adapter] Overlapping data requests detected");
  property p_ack_only_when_pending;
    @(posedge clk_i) disable iff (!rst_ni)
      (wb_ack_i || wb_err_i) |-> pending_q;
  endproperty
  assert property (p_ack_only_when_pending)
    else $fatal(1, "[rv32i_wb_data_adapter] Response observed without an active transaction");
endmodule : rv32i_wb_data_adapter
$ cat /design/flow/run.sh
#!/bin/bash
# OpenROAD 26Q1-2900-gdf79404cd8, Yosys 0.63+post, stock flow scripts
make -C /OpenROAD-flow-scripts/flow DESIGN_CONFIG=/design/flow/config.mk WORK_HOME=/design/flow/orfs finish
$ cat /design/flow/config.mk
export PLATFORM = sky130hd
export DESIGN_NAME = rv32i_wb_data_adapter
export DESIGN_NICKNAME = rv32i_wb_data_adapter
export VERILOG_FILES = /design/flow/design.v
export SDC_FILE = /design/flow/constraint.sdc
export NUM_CORES = 4
export LEC_CHECK = 1
export CORE_UTILIZATION = 30
export SYNTH_HDL_FRONTEND = slang
$ cat /design/flow/constraint.sdc
current_design rv32i_wb_data_adapter

set clk_period 13.1
set clk_io_pct 0.2

create_clock -name clk0 -period $clk_period [get_ports {clk_i}]

set non_clock_inputs [all_inputs -no_clocks]
set_input_delay [expr $clk_period * $clk_io_pct] -clock clk0 $non_clock_inputs
set_output_delay [expr $clk_period * $clk_io_pct] -clock clk0 [all_outputs]
==> summary.txt <==
Gate power share = 27.8%
Gpl congestion = 0.723
Leading area contributor after synthesis = dfrtp_1
Hold buffer count at cts = 0
Clock latency (worst-skew pair) = 0.34 ns
Total wire length = 9220 um
Warnings from Yosys = 0
Tmin final = 6.94 ns
Die Y-Extent = 117 um
Cell area after synthesis = 3980 um2
Switching share of power = 20.6%
Slew headroom = 49.9%
Family with the most delay on the worst path = buffers and inverters
Die ar. = 13700 um2
Syn-to-layout area delta = 64.8%
Crit start category = primary input
Yosys cell types = 16
Post-CTS sizing = 0
CP Class = in -> out
Max VDD drop = 0.0979 mV
Buf/Inv on CP = 3
PwrDens = 150 nW/um2
YS chip area = 3980 um2
Biggest area cells = dfrtp_1 67%, mux2_2 27%, buf_4 1.1%
Max-cap violations = 0
TritonCTS clock tree = yes
Slowest-stage cell, CP = clkdlybuf4s50_1
Total global routing overflow = 0
Pwr Total = 0.982 mW
Fin. Hold Viols = 0
Crit path DRT = 10.48 ns
Final core occ = 51.3%
Initial antenna violation count = 0
Yosys top cell by instances = dfrtp_1
Pint = 0.780 mW
Flop pwr share = 45.6%
Row count = 41
Clk root buf = clkbuf_16
EDFF count, synth = 0
RSZ-0062 raised after global routing = false
Post-synth seq share = 66.7%
Clock skew = 0.00640 ns
Setup-failing EPs final = 0
Cells in synth_stat.txt = 239
Avg Cell Area, Syn = 16.6 um2
Detailed Place HPWL = 6570 um
Worst slew pin tran = 0.751 ns
First-pass GRT wire length = 13900 um
Tcrit/Tclk final = 53.0%
Sw power = 0.202 mW
Antenna cell count = 0
Remaining DRCs = 0
Achievable Freq = 0.144 GHz
CP most frequent cell = clkdlybuf4s50_1
Final ANT Viol Nets = 0
Fin. max-slew vios = 0
Layout cells sized above 1 = 24.5%
# port buffers = 214
Clock network power share = 26.5%
Htree depth = 3
Routed WL per cell = 14.6 um
Area leader share = 66.7%
Status = complete, no violations
# IOs = 215
Vias post-DR = 2721
CP arrival = 4.32 ns
Ys flops = 106
Initial DRC Count = 72
HP Class = reg -> reg
Synth Flop Type = dfrtp_1
Clock transition at the registers of the reported paths = 0.06 ns
FP Util = 31.1%
Clock tree buffer depth = 2
Iteration tally of the first detailed-router pass = 4
Leak Pwr = 2.67 nW
Core area = 12800 um2
Clock sinks = 106
CP Cell Sequence = clkdlybuf4s50_1, nor3b_4, buf_4, clkdlybuf4s50_1
Chip width = 117 um
Setup TNS = 0 ns
Post-synth ARST share = 100%
Crit Path Max Fanout = 37
Largest net degree at the start of global routing = 59
Tally of OpenROAD warnings = 25
Crit end category = output pin
GRT Total Usage = 13.9%
CP max stage delay = 0.61 ns
Inserted Clock Buffers = 9
Synth top cells by count = 106 x dfrtp_1, 95 x mux2_2, 6 x buf_4, 6 x nor2_1, 5 x a31oi_1
Vias in the first global route = 2661
Setup Buffers After CTS = 0
Gate Count Post-Synth = 239
Vias per cell = 4.30
==> state kept, by name (all words and copies together), names as in the netlist <==
signal            flops
rsp_rdata_o          32
wb_adr_o             32
wb_dat_o             32
wb_sel_o              4
rsp_err_o             1
rsp_valid_o           1
store_complete_o      1
store_err_o           1
wb_cyc_o              1
wb_we_o               1
==> cell type report <==
cell class | instances | area (um2)
clock buffers | 14 | 244
clock inverters | 2 | 37.5
fillers | 1087 | 6220
inverters | 4 | 15.0
multi-input cells | 117 | 1220
flip-flops and latches | 106 | 2650
well taps | 172 | 215
repair buffers | 218 | 2170
==> power by group through the flow <==
stage	logic, mW	registers, mW	clock network (mW)
after global routing	0.302	0.461	0.287
after CTS	0.280	0.450	0.274
final	0.274	0.448	0.260
==> layer usage <==
layer	up-vias	GRT usage [%]	routed length [um]
met3	9	6.24	985
met1	1319	19.2	3700
met5	-	0	0
met2	119	21.5	4390
li1	1274	-	-
met4	0	1.94	138
==> cell families after synthesis <==
family	synth area share [%]
compound gates	1.10
mux	27.5
buf+inv	2.74
flops	66.7
simple gates	2.01
==> metrics by stage <==
| step | instances | area (um2) | hold WS, ns | worst slack, ns |
|---|---|---|---|---|
| after floorplan | 239 | 3980 | 0.433 | 7.33 |
| after global placement | 617 | 6270 | 0.471 | 6.12 |
| after detailed placement | 617 | 6270 | 0.484 | 6.12 |
| after CTS | 633 | 6560 | 0.499 | 6.12 |
| after global routing | 633 | 6560 | 0.514 | 6.04 |
| final | 633 | 6560 | 0.493 | 6.16 |
==> worst paths after layout <==
kind	start	endpoint	slack, ns	cells past startpoint
max reg2reg	wb_cyc_o	wb_dat_o[16]	10.89	4
min reg2reg	rsp_rdata_o[2]	rsp_rdata_o[2]	0.49	1
min	rsp_rdata_o[2]	rsp_rdata_o[2]	0.49	1
max in group asynchronous	rst_ni	wb_dat_o[2]	9.61	2
max	req_i	gnt_o	6.16	4
min in group asynchronous	rst_ni	wb_dat_o[11]	2.29	1
==> layout by cell type (no fill, tap or decap), drive strengths merged, types with 2 or more instances in the layout <==
master	count
a31oi	5
buf	5
clkbuf	14
clkdlybuf4s50	213
dfrtp	106
inv	4
mux2	97
nand2	2
nand2b	2
nor2	6
nor3b	2
==> worst reg2reg max path, delay by kind of cell (launching register included) <==
family	cells	cell delay (ns)
multiplexers	1	0.43
flip-flops	1	0.50
buffers and inverters	2	0.95
AND/OR/NAND/NOR	1	0.22
Power figures rest on the tool's default switching activity, not on a simulated workload.
