## run.sh

```bash
#!/bin/bash
# OpenROAD 26Q1-2900-gdf79404cd8, Yosys 0.63+post, stock flow scripts
make -C /OpenROAD-flow-scripts/flow DESIGN_CONFIG=/design/flow/config.mk WORK_HOME=/design/flow/orfs finish
```

## config.mk

```make
export PLATFORM = sky130hd
export DESIGN_NAME = rv32i_wb_router
export DESIGN_NICKNAME = rv32i_wb_router
export VERILOG_FILES = /design/flow/design.v
export SDC_FILE = /design/flow/constraint.sdc
export NUM_CORES = 4
export LEC_CHECK = 1
export CORE_AREA = 10 10 130 130
export DIE_AREA = 0 0 140 140
export SYNTH_HDL_FRONTEND = slang
```

## constraint.sdc

```tcl
current_design rv32i_wb_router

set clk_period 4.7
set clk_io_pct 0.2

create_clock -name clk0 -period $clk_period [get_ports {clk_i}]

set non_clock_inputs [all_inputs -no_clocks]
set_input_delay [expr $clk_period * $clk_io_pct] -clock clk0 $non_clock_inputs
set_output_delay [expr $clk_period * $clk_io_pct] -clock clk0 [all_outputs]
```

## design.v

```verilog
`timescale 1ns/1ps
package rv32i_wb_pkg;
  parameter int unsigned WB_ADDR_WIDTH = 32;
  parameter int unsigned WB_DATA_WIDTH = 32;
  parameter int unsigned WB_SEL_WIDTH  = WB_DATA_WIDTH / 8;
  typedef struct packed {
    logic                        cyc;
    logic                        stb;
    logic                        we;
    logic [WB_SEL_WIDTH-1:0]     sel;
    logic [WB_ADDR_WIDTH-1:0]   adr;
    logic [WB_DATA_WIDTH-1:0]   wdata;
  } wb_master_req_t;
  typedef struct packed {
    logic [WB_DATA_WIDTH-1:0]   rdata;
    logic                       ack;
    logic                       err;
    logic                       stall;
  } wb_slave_rsp_t;
  function automatic wb_master_req_t wb_master_req_default();
    wb_master_req_t req;
    req.cyc   = 1'b0;
    req.stb   = 1'b0;
    req.we    = 1'b0;
    req.sel   = '0;
    req.adr   = '0;
    req.wdata = '0;
    return req;
  endfunction
  function automatic wb_slave_rsp_t wb_slave_rsp_default();
    wb_slave_rsp_t rsp;
    rsp.rdata = '0;
    rsp.ack   = 1'b0;
    rsp.err   = 1'b0;
    rsp.stall = 1'b0;
    return rsp;
  endfunction
endpackage : rv32i_wb_pkg
`timescale 1ns/1ps
package rv32i_core_pkg;
  localparam int unsigned XLEN = 32;
  typedef enum logic [4:0] {
    ALU_OP_ADD   = 5'd0,
    ALU_OP_SUB   = 5'd1,
    ALU_OP_AND   = 5'd2,
    ALU_OP_OR    = 5'd3,
    ALU_OP_XOR   = 5'd4,
    ALU_OP_SLL   = 5'd5,
    ALU_OP_SRL   = 5'd6,
    ALU_OP_SRA   = 5'd7,
    ALU_OP_SLT   = 5'd8,
    ALU_OP_SLTU  = 5'd9,
    ALU_OP_PASS_B= 5'd10
  } alu_op_e;
  typedef enum logic [2:0] {
    IMM_NONE = 3'd0,
    IMM_I    = 3'd1,
    IMM_S    = 3'd2,
    IMM_B    = 3'd3,
    IMM_U    = 3'd4,
    IMM_J    = 3'd5
  } imm_type_e;
  typedef enum logic [1:0] {
    OP_A_RS1  = 2'b00,
    OP_A_PC   = 2'b01,
    OP_A_ZERO = 2'b10
  } op_a_sel_e;
  typedef enum logic [1:0] {
    OP_B_RS2    = 2'b00,
    OP_B_IMM    = 2'b01,
    OP_B_CONST4 = 2'b10,
    OP_B_ZERO   = 2'b11
  } op_b_sel_e;
  typedef enum logic [2:0] {
    BR_NONE = 3'd0,
    BR_EQ   = 3'd1,
    BR_NE   = 3'd2,
    BR_LT   = 3'd3,
    BR_GE   = 3'd4,
    BR_LTU  = 3'd5,
    BR_GEU  = 3'd6
  } branch_type_e;
  typedef enum logic [1:0] {
    MEM_SIZE_BYTE = 2'b00,
    MEM_SIZE_HALF = 2'b01,
    MEM_SIZE_WORD = 2'b10
  } mem_size_e;
  typedef enum logic [1:0] {
    WB_FROM_ALU = 2'b00,
    WB_FROM_MEM = 2'b01,
    WB_FROM_PC4 = 2'b10,
    WB_FROM_NONE= 2'b11
  } wb_sel_e;
  typedef struct packed {
    logic [31:0] pc;
    logic [31:0] instr;
  } if_id_payload_t;
  typedef struct packed {
    logic [31:0] pc;
    logic [31:0] pc_plus4;
    logic [31:0] instr;
    logic [31:0] imm;
    logic [31:0] rs1_data;
    logic [31:0] rs2_data;
    logic [4:0]  rs1_addr;
    logic [4:0]  rs2_addr;
    logic [4:0]  rd_addr;
    op_a_sel_e   op_a_sel;
    op_b_sel_e   op_b_sel;
    alu_op_e     alu_op;
    wb_sel_e     wb_sel;
    branch_type_e branch_type;
    logic        branch;
    logic        jump;
    logic        jalr;
    logic        mem_read;
    logic        mem_write;
    mem_size_e   mem_size;
    logic        mem_unsigned;
    logic        reg_write;
  } id_ex_payload_t;
  typedef struct packed {
    logic [31:0] pc;
    logic [31:0] pc_plus4;
    logic [31:0] alu_result;
    logic [31:0] rs2_data;
    logic [4:0]  rd_addr;
    wb_sel_e     wb_sel;
    logic        mem_read;
    logic        mem_write;
    mem_size_e   mem_size;
    logic        mem_unsigned;
    logic        reg_write;
    branch_type_e branch_type;
    logic        branch;
    logic        jump;
    logic        jalr;
  } ex_mem_payload_t;
  typedef struct packed {
    logic [31:0] pc;
    logic [31:0] pc_plus4;
    logic [31:0] alu_result;
    logic [31:0] mem_rdata;
    logic [4:0]  rd_addr;
    wb_sel_e     wb_sel;
    logic        reg_write;
  } mem_wb_payload_t;
  typedef struct packed {
    logic        valid;
    logic [4:0]  rd;
    logic [4:0]  rs1;
    logic [4:0]  rs2;
    op_a_sel_e   op_a_sel;
    op_b_sel_e   op_b_sel;
    alu_op_e     alu_op;
    imm_type_e   imm_type;
    wb_sel_e     wb_sel;
    branch_type_e branch_type;
    logic        branch;
    logic        jump;
    logic        jalr;
    logic        mem_read;
    logic        mem_write;
    mem_size_e   mem_size;
    logic        mem_unsigned;
    logic        reg_write;
  } decode_ctrl_t;
  function automatic logic [3:0] mem_size_to_be(mem_size_e size, logic [1:0] addr);
    logic [3:0] be;
    case (size)
      MEM_SIZE_BYTE: be = 4'b0001 << addr;
      MEM_SIZE_HALF: be = addr[1] ? 4'b1100 : 4'b0011;
      default:       be = 4'b1111;
    endcase
    return be;
  endfunction
endpackage : rv32i_core_pkg
`timescale 1ns/1ps
package rv32i_control_pkg;
  typedef enum logic [1:0] {
    FORWARD_NONE = 2'b00,
    FORWARD_FROM_WB  = 2'b01,
    FORWARD_FROM_MEM = 2'b10
  } forwarding_sel_e;
  function automatic string forwarding_sel_name(input forwarding_sel_e sel);
    case (sel)
      FORWARD_NONE:     forwarding_sel_name = "none";
      FORWARD_FROM_WB:  forwarding_sel_name = "wb";
      FORWARD_FROM_MEM: forwarding_sel_name = "mem";
      default:          forwarding_sel_name = "unknown";
    endcase
  endfunction
endpackage : rv32i_control_pkg
`timescale 1ns/1ps
import rv32i_wb_pkg::*;
module rv32i_wb_router #(
  parameter int unsigned ADDR_WIDTH      = WB_ADDR_WIDTH,
  parameter int unsigned DATA_WIDTH      = WB_DATA_WIDTH,
  parameter logic [ADDR_WIDTH-1:0] IMEM_BASE_ADDR = 'h0000_0000,
  parameter int unsigned          IMEM_DEPTH_WORDS = 4096,
  parameter logic [ADDR_WIDTH-1:0] DMEM_BASE_ADDR = 'h8000_0000,
  parameter int unsigned          DMEM_DEPTH_WORDS = 4096
) (
  input  logic                     clk_i,
  input  logic                     rst_ni,
  input  logic                     m_cyc_i,
  input  logic                     m_stb_i,
  input  logic                     m_we_i,
  input  logic [DATA_WIDTH/8-1:0]  m_sel_i,
  input  logic [ADDR_WIDTH-1:0]    m_adr_i,
  input  logic [DATA_WIDTH-1:0]    m_dat_i,
  output logic [DATA_WIDTH-1:0]    m_dat_o,
  output logic                     m_ack_o,
  output logic                     m_err_o,
  output logic                     m_stall_o,
  output logic                     imem_cyc_o,
  output logic                     imem_stb_o,
  output logic                     imem_we_o,
  output logic [DATA_WIDTH/8-1:0]  imem_sel_o,
  output logic [ADDR_WIDTH-1:0]    imem_adr_o,
  output logic [DATA_WIDTH-1:0]    imem_dat_o,
  input  logic [DATA_WIDTH-1:0]    imem_dat_i,
  input  logic                     imem_ack_i,
  input  logic                     imem_err_i,
  input  logic                     imem_stall_i,
  output logic                     dmem_cyc_o,
  output logic                     dmem_stb_o,
  output logic                     dmem_we_o,
  output logic [DATA_WIDTH/8-1:0]  dmem_sel_o,
  output logic [ADDR_WIDTH-1:0]    dmem_adr_o,
  output logic [DATA_WIDTH-1:0]    dmem_dat_o,
  input  logic [DATA_WIDTH-1:0]    dmem_dat_i,
  input  logic                     dmem_ack_i,
  input  logic                     dmem_err_i,
  input  logic                     dmem_stall_i
);
  localparam int unsigned BYTES_PER_WORD = DATA_WIDTH/8;
  localparam longint unsigned IMEM_SIZE_BYTES = IMEM_DEPTH_WORDS * BYTES_PER_WORD;
  localparam longint unsigned DMEM_SIZE_BYTES = DMEM_DEPTH_WORDS * BYTES_PER_WORD;
  typedef enum logic [1:0] {
    TARGET_NONE    = 2'b00,
    TARGET_IMEM    = 2'b01,
    TARGET_DMEM    = 2'b10,
    TARGET_INVALID = 2'b11
  } target_e;
  target_e target_q;
  logic    pending_q;
  logic    invalid_pending_q;
  logic    invalid_ack_q;
  function automatic target_e decode_target(input logic [ADDR_WIDTH-1:0] addr);
    longint unsigned addr_u;
    longint unsigned imem_base_u;
    longint unsigned dmem_base_u;
    addr_u      = longint unsigned'(addr);
    imem_base_u = longint unsigned'(IMEM_BASE_ADDR);
    dmem_base_u = longint unsigned'(DMEM_BASE_ADDR);
    if ((addr_u >= imem_base_u) && (addr_u < (imem_base_u + IMEM_SIZE_BYTES))) begin
      return TARGET_IMEM;
    end
    if ((addr_u >= dmem_base_u) && (addr_u < (dmem_base_u + DMEM_SIZE_BYTES))) begin
      return TARGET_DMEM;
    end
    return TARGET_INVALID;
  endfunction
  target_e target_sel;
  always_comb begin
    if (pending_q) begin
      target_sel = target_q;
    end else if (invalid_pending_q) begin
      target_sel = TARGET_INVALID;
    end else if (m_cyc_i && m_stb_i) begin
      target_sel = decode_target(m_adr_i);
    end else begin
      target_sel = TARGET_NONE;
    end
  end
  logic selected_imem;
  logic selected_dmem;
  assign selected_imem = (target_sel == TARGET_IMEM);
  assign selected_dmem = (target_sel == TARGET_DMEM);
  assign m_stall_o = (target_sel == TARGET_INVALID) ? invalid_pending_q :
                     (selected_imem ? imem_stall_i :
                      selected_dmem ? dmem_stall_i : 1'b0);
  assign imem_cyc_o = m_cyc_i && selected_imem;
  assign imem_stb_o = m_stb_i && selected_imem;
  assign imem_we_o  = m_we_i;
  assign imem_sel_o = m_sel_i;
  assign imem_adr_o = m_adr_i;
  assign imem_dat_o = m_dat_i;
  assign dmem_cyc_o = m_cyc_i && selected_dmem;
  assign dmem_stb_o = m_stb_i && selected_dmem;
  assign dmem_we_o  = m_we_i;
  assign dmem_sel_o = m_sel_i;
  assign dmem_adr_o = m_adr_i;
  assign dmem_dat_o = m_dat_i;
  logic ack_from_slave;
  logic err_from_slave;
  logic [DATA_WIDTH-1:0] data_from_slave;
  always_comb begin
    ack_from_slave   = 1'b0;
    err_from_slave   = 1'b0;
    data_from_slave  = '0;
    case (target_sel)
      TARGET_IMEM: begin
        ack_from_slave  = imem_ack_i;
        err_from_slave  = imem_err_i;
        data_from_slave = imem_dat_i;
      end
      TARGET_DMEM: begin
        ack_from_slave  = dmem_ack_i;
        err_from_slave  = dmem_err_i;
        data_from_slave = dmem_dat_i;
      end
      default: begin
        ack_from_slave  = 1'b0;
        err_from_slave  = 1'b0;
        data_from_slave = '0;
      end
    endcase
  end
  assign m_dat_o = data_from_slave;
  assign m_ack_o = ack_from_slave || invalid_ack_q;
  assign m_err_o = err_from_slave || invalid_ack_q;
  logic new_request;
  target_e decoded_target;
  logic complete_valid;
  assign decoded_target = decode_target(m_adr_i);
  assign new_request = (!pending_q) && !invalid_pending_q && m_cyc_i && m_stb_i && !m_stall_o;
  assign complete_valid = (target_q == TARGET_IMEM && (imem_ack_i || imem_err_i)) ||
                          (target_q == TARGET_DMEM && (dmem_ack_i || dmem_err_i));
  always_ff @(posedge clk_i or negedge rst_ni) begin
    if (!rst_ni) begin
      pending_q         <= 1'b0;
      target_q          <= TARGET_NONE;
      invalid_pending_q <= 1'b0;
      invalid_ack_q     <= 1'b0;
    end else begin
      invalid_ack_q <= invalid_pending_q;
      if (invalid_pending_q) begin
        invalid_pending_q <= 1'b0;
      end
      if (new_request) begin
        if (decoded_target == TARGET_INVALID) begin
          invalid_pending_q <= 1'b1;
          pending_q         <= 1'b0;
          target_q          <= TARGET_NONE;
        end else begin
          pending_q <= 1'b1;
          target_q  <= decoded_target;
        end
      end else if (complete_valid) begin
        pending_q <= 1'b0;
        target_q  <= TARGET_NONE;
      end
    end
  end
  property p_no_overlap;
    @(posedge clk_i) disable iff (!rst_ni)
      pending_q |-> !new_request;
  endproperty
  assert property (p_no_overlap)
    else $fatal(1, "[rv32i_wb_router] New request issued while previous transfer is pending");
  property p_invalid_ack_one_shot;
    @(posedge clk_i) disable iff (!rst_ni)
      invalid_ack_q |-> !invalid_pending_q;
  endproperty
  assert property (p_invalid_ack_one_shot)
    else $fatal(1, "[rv32i_wb_router] Invalid-region response glitch detected");
endmodule : rv32i_wb_router
```

==> run summary <==
run metrics: Int Pwr 0.000364 W, Fmax achieved 218 MHz, tool warning count 27, Sw Pwr 0.000131 W, worst relative slew slack 0.753, clk buf depth 2, vias in the first global route 1956, antenna diode count 0, CTS Hold Buffers Added 0, Initial Util 0.136, R2R cell count 9, cell area after placement 2800 µm², outcome finished, final reports clean, Syn Area/Cell 7.15 µm², Buffers on Ports 166, first-pass GRT wire length 11.7 mm, CP max-delay cell or4_4, Post-Syn Area 1900 µm², number of fill cells in the layout 1498, peak supply drop 0.0731 mV, Die W 140 µm, Design Area, Final 3000 µm², crit-path cells clkdlybuf4s50_1, or4_4, nor3_4, nand2_4, o311a_4, ha_4, buf_12, o21bai_1, clkdlybuf4s50_1, Sw Share 0.264, Pre-antenna DRT Iters 4, core region area 14000 µm², yosys synthesis warning count 0, grt ovf 0, Vias/cell 3.79, period utilization 0.974, Final Non-Filler Cells 475, # IOs 320, Setup crit start kind input port, # placed instances 469, Starting DRT DRC Count 56, Pwr Density 165 nW/µm², Worst setup EP type output port, H-tree Lvls 1, hold slack final 475 ps, Fin Setup TNS 0 ps, Area Growth Syn to Fin 58.0%, highest cell delay on the worst timing path 540 ps, dpl ws -35.4 ps, CTS tree built, PnR worst setup slack 122 ps, CP required 3760 ps, Clk pwr share 0.280, Post-Syn Instances 266, clk_skew 1.33 ps, root buf cell clkbuf_16, Cell Type Count 29, setup bufs post-CTS 0, Post-DP HPWL 6.99 mm, drc violations 0, initial antenna violation count 0, Synthesized registers 5, Flop pwr share 0.093, Slew Viols, Final 0, Setup CP Type input port to output port, Top Layout Cells clkdlybuf4s50_1, nor2_1, a22oi_1, peak fanout along the critical path 34, total track usage 0.0750, Final GP Congestion 0.816, Setup violations, final 0, die footprint 19600 µm², CTS buffer count 3, Cells on Worst Hold Path 0, Yosys chip area 1900 µm², actual slew at the worst max-slew pin 370 ps, share of layout cells above drive strength 1 0.0780, Final Hold Viols 0, leakage power 1.10 nW, most frequent CP cell clkdlybuf4s50_1, Rows 43, total clock sinks 5, cells in synth_stat.txt 266, hold crit path type flop to flop, Commonest Layout Cell clkdlybuf4s50_1, Die Span Y 140 µm, Seq share, synth 0.0658, clock-pin slew on the worst setup and hold paths 30 ps, vias 1799, WL final 8.45 mm, max cap viols 0, Routed Antenna Nets 0, Late-Pin Clk Latency 230 ps, combinational power share 0.627, fin crit period 4580 ps, CP Data Arrival Time 3640 ps, largest net degree at the start of global routing 35, WL per Instance 17.8 µm
-- cells in the mapped netlist --
cell        n  area share
clkbuf_1   12       0.024
nand3b_1    2      0.0079
nor3_4      1      0.0086
ha_1        3       0.020
o21ai_0     3      0.0079
nand3_1     1      0.0026
nor2_1     36       0.071
nor3_2      1      0.0053
mux2i_1     2       0.011
a32o_2      1      0.0059
o311a_1     1      0.0053
o21bai_1    2      0.0079
nand2_2     1      0.0033
nor2b_1     1      0.0033
nand2b_1    2      0.0066
o211a_1     1      0.0053
or4_4       1      0.0059
buf_4     138        0.54
o311ai_1    1      0.0046
a21oi_1     3      0.0079
dfrtp_1     5       0.066
nand2_1     3      0.0059
a22oi_1    34        0.13
nor3_1      1      0.0026
or2_1       1      0.0033
and2_1      5       0.016
o211ai_1    1      0.0039
nor4_1      2      0.0066
and3_1      1      0.0033
-- registers in the layout, indices dropped and copies added (netlist names) --
name	flops
invalid_pending_q	1
pending_q	1
target_q	2
invalid_ack_q	1
-- per-layer routing --
layer  wire length [µm]  global-route usage
met5                  0                   0
met4                446              0.0397
met3               1250              0.0469
met2               3820               0.118
met1               2940              0.0756
-- logic make-up after synthesis --
group | Yosys count | share of synthesized area
AND-OR/OR-AND | 47 | 0.183
flip-flops | 5 | 0.0658
multiplexers | 2 | 0.0105
adder cells (fa/ha/maj) | 3 | 0.0197
buffers and inverters | 150 | 0.568
AND/OR/NAND/NOR | 59 | 0.153
-- critical path: cells and delay by family --
family	cells	cell delay [ps]
buf+inv	3	1090
compound gates	2	510
fa+ha+maj	1	250
simple gates	3	840
-- what timing repair did --
action / 4_1_cts / 5_1_grt
gates resized: 3 / 11
cloned: 0 / 2
endpoints found under the hold margin: 0 / 0
setup endpoints to repair: 4 / 35
pin swaps: 0 / 3
-- path summary, 6_finish.rpt --
kind                              startpoint       endpoint  slack (ps)
min in group asynchronous             rst_ni      pending_q         940
max reg2reg                invalid_pending_q    target_q[1]        2350
max in group asynchronous             rst_ni    target_q[0]        3580
min reg2reg                invalid_pending_q  invalid_ack_q         480
max                              m_adr_i[28]        m_ack_o         120
min                        invalid_pending_q  invalid_ack_q         480
-- area by class of cell --
| class | count | area [µm²] | area share |
|---|---|---|---|
| Clock buffer | 4 | 78.8 | 0.0262 |
| Sequential cell | 5 | 125 | 0.0416 |
| Timing Repair Buffer | 175 | 1810 | 0.604 |
| Multi-Input combinational cell | 111 | 761 | 0.253 |
| Tap cell | 180 | 225 | 0.0750 |
-- power by group through the flow --
stage	Sequential (W)	Combinational (W)	Clock, W
final	0.0000461	0.000310	0.000138
after global routing	0.0000463	0.000340	0.000145
after CTS	0.0000462	0.000300	0.000141
-- per-stage QoR --
| stage | util | total power, W |
|---|---|---|
| 2_1_floorplan | - | 0.000190 |
| 3_5_place_dp | 0.200 | 0.000342 |
| 3_3_place_gp | 0.200 | 0.000340 |
| 5_1_grt | 0.215 | 0.000531 |
| 4_1_cts | 0.206 | 0.000487 |
| 6_report | 0.215 | 0.000495 |
No activity file was given, so power comes from the tool's default toggle rates.
